==> ./design.v <==
module spi_master_writeonly #(
    parameter SCLK = 20
)(
    input wire clk,
    input wire rst_n,
    input wire start_transfer,
    input wire [3:0] address,
    input wire [15:0] data_to_send,
    output reg sclk = 0,
    output reg cs_n = 1,
    output reg mosi = 0
);
localparam  cycle = 200/SCLK;
reg [4:0] clk_cnt=0;
reg sclk_next =0;
reg [31:0] shift_reg=0;
reg [4:0] bit_counter=0;
reg state=0;
localparam IDLE = 1'b0;
localparam TRANSFER = 1'b1;
always @(posedge clk or negedge rst_n) begin
    if (!rst_n) begin
        state <= IDLE;
        shift_reg <= 32'b0;
        bit_counter <= 5'b00000;
        cs_n <= 1'b1;
        sclk <= 1'b0;
        clk_cnt <= 5'b0;
    end else begin
        case (state)
            IDLE: begin
                if (start_transfer) begin
                    state <= TRANSFER;
                    shift_reg <= {12'h001, address, data_to_send};
                    bit_counter <= 5'b11111;
                    cs_n <= 1'b0;
                end
            end
            TRANSFER: begin
                sclk_next <= sclk;
                if (clk_cnt == cycle/2-1) begin
                    sclk <= ~sclk;
                    clk_cnt <= 5'b0;
                end
                else begin
                    clk_cnt <= clk_cnt + 1'b1;
                end
                if ({sclk,sclk_next} == 2'b01) begin
                    mosi <= shift_reg[31];
                    shift_reg <= {shift_reg[30:0], 1'b0};
                    bit_counter <= bit_counter - 1'b1;
                    if (bit_counter == 0) begin
                        state <= IDLE;
                        cs_n <= 1'b1;
                    end
                end
            end
        endcase
    end
end
endmodule
module spi_top (
    input wire clk,
    input wire rst_n,
    input wire start_transfer,
    input wire [3:0] address,
    input wire [15:0] data_to_send,
    output wire sclk,
    output wire mosi
);
localparam [3:0] CALIBRATION_ADDR                	    = 4'b0000;  
localparam [3:0] CONFIGRATION_ADDR               	    = 4'b0001;
localparam [3:0] I_OFFSET_ADDR                   	    = 4'b0010;
localparam [3:0] I_FSCAl_VOLTAGE_ADDR            	    = 4'b0011;
localparam [3:0] EXTEND_CONFIGRATION_ADDR        	    = 4'b1001;
localparam [3:0] Q_OFFSET_ADDR                   		= 4'b1010;
localparam [3:0] Q_FSCAl_VOLTAGE_ADDR            	    = 4'b1011;
localparam [3:0] SAMP_CLK_PHASE_FINE_ADDR        	    = 4'b1110;
localparam [3:0] SAMP_CLK_PHASE_COARSE_ADDR      	    = 4'b1111;
localparam [15:0] CALIBRATION_VALUE					= 16'h8fff;  
localparam [15:0] CONFIGRATION_VALUE					= 16'hbaff;	 
localparam [15:0] I_OFFSET_VALUE						= 16'h003f;  
localparam [15:0] I_FSCAl_VOLTAGE_VALUE				= 16'h807f;  
localparam [15:0] EXTEND_CONFIGRATION_VALUE			= 16'h0400;  
localparam [15:0] Q_OFFSET_VALUE						= 16'h003f;  
localparam [15:0] Q_FSCAl_VOLTAGE_VALUE				= 16'h807f;  
localparam [15:0] SAMP_CLK_PHASE_FINE_VALUE			= 16'h00ff;  
localparam [15:0] SAMP_CLK_PHASE_COARSE_VALUE			= 16'h003f;  
reg [4:0] reg_counter=0;
reg [3:0] spi_address;
reg [15:0] spi_data_to_send;
wire cs_n;
reg cs_n_d;
reg initial_en;
spi_master_writeonly 
spi_master_writeonly_dut (
  .clk (clk ),
  .rst_n (rst_n ),
  .start_transfer (initial_en ),
  .address (spi_address ),
  .data_to_send (spi_data_to_send ),
  .sclk (sclk ),
  .cs_n (cs_n ),
  .mosi  ( mosi)
);
always@(posedge clk)
	cs_n_d <= cs_n;
always @(negedge cs_n_d) begin
    if (initial_en) begin
		if(reg_counter == 8) 
			reg_counter <= 'b0;
		else
        	reg_counter <= reg_counter + 1'b1;
    end
	else
		reg_counter <= 'b0;
end
always @(posedge clk or negedge rst_n) begin
	if(!rst_n) 
		initial_en = 1'b1;
	else if  (reg_counter == 8)
		initial_en = 1'b0;
	end
always @(*) begin
	case(reg_counter) 
		0: begin
			spi_address 		= 	CALIBRATION_ADDR;
			spi_data_to_send 	=	CALIBRATION_VALUE;
		end
		1: begin
			spi_address 		= 	CONFIGRATION_ADDR;
			spi_data_to_send 	=	CONFIGRATION_VALUE;
		end
		2: begin 
			spi_address 		= 	I_OFFSET_ADDR;
			spi_data_to_send 	=	I_OFFSET_VALUE;
		end
		3: begin
			spi_address 		= 	I_FSCAl_VOLTAGE_ADDR;
			spi_data_to_send 	=	I_FSCAl_VOLTAGE_VALUE;
		end 
		4: begin
			spi_address 		= 	EXTEND_CONFIGRATION_ADDR;
			spi_data_to_send 	=	EXTEND_CONFIGRATION_VALUE;
		end
		5: begin 
			spi_address 		= 	Q_OFFSET_ADDR;
			spi_data_to_send 	=	Q_OFFSET_VALUE;
		end
		6: begin
			spi_address 		= 	Q_FSCAl_VOLTAGE_ADDR;
			spi_data_to_send 	=	Q_FSCAl_VOLTAGE_VALUE;
		end
		7: begin
			spi_address 		= 	SAMP_CLK_PHASE_FINE_ADDR;
			spi_data_to_send 	=	SAMP_CLK_PHASE_FINE_VALUE;
		end
		8: begin
			spi_address 		= 	SAMP_CLK_PHASE_COARSE_ADDR;
			spi_data_to_send 	=	SAMP_CLK_PHASE_COARSE_VALUE;
		end
		default: begin
			spi_address			= 	'b0;
			spi_data_to_send 	= 	'b0;
		end
	endcase   
end
endmodule
==> ./run.sh <==
#!/bin/bash
# OpenROAD 26Q1-2900-gdf79404cd8, Yosys 0.63+post, stock flow scripts
make -C /OpenROAD-flow-scripts/flow DESIGN_CONFIG=/design/flow/config.mk WORK_HOME=/design/flow/orfs finish
==> ./config.mk <==
export PLATFORM = sky130hd
export DESIGN_NAME = spi_top
export DESIGN_NICKNAME = spi_top
export VERILOG_FILES = /design/flow/design.v
export SDC_FILE = /design/flow/constraint.sdc
export NUM_CORES = 4
export LEC_CHECK = 1
export CORE_UTILIZATION = 50
==> ./constraint.sdc <==
current_design spi_top

set clk_period 2.7
set clk_io_pct 0.2

create_clock -name clk0 -period $clk_period [get_ports {clk}]

set non_clock_inputs [all_inputs -no_clocks]
set_input_delay [expr $clk_period * $clk_io_pct] -clock clk0 $non_clock_inputs
set_output_delay [expr $clk_period * $clk_io_pct] -clock clk0 [all_outputs]
==> results.py <==
# Flow results
metrics = {
    "yosys": {
        "mux_share": 0.0129,
        "avgSynthCellArea_sq_um": 9.67,
        "top_logic_kind": "simple AND/OR/NAND/NOR gates",
        "yosysUniqueCellTypes": 45,
        "synth.yosys.seq_area_share": 0.529,
        "syn_area_sq_um": 2520,
        "edf_count": 2,
        "flop_cell": "dfrtp_1",
        "synth-warning-count": 2,
        "yosys_cells": 261,
        "ys_sh_adder": 0.0496,
        "synth-compound-area-share": 0.121,
        "yosys_area_sq_um": 2520,
        "synth-seq-cells": 54,
        "ys_sh_simple": 0.217,
        "xor_share": 0.0208,
        "async_flop_share": 0.852,
        "synthCells": 261,
    },
    "finish": {
        "comb_area_sq_um": 1060,
        "post-route-util": 0.564,
        "area.sequential_sq_um": 1330,
        "layout_top_cell": "dfrtp_1",
        "lay_top_cells": "dfrtp_1, nand2_1, nor2_1",
        "largest_reg_flops": 32,
        "syn2layout_area_growth_pct": 6.94,
        "fin_cells": 330,
        "n_fill_cell": 438,
        "fin_area_sq_um": 2700,
        "layout-drive-gt1-share": 0.0951,
    },
    "routing": {
        "ant_nets": 0,
        "diodes": 0,
        "first_pass_iters": 4,
        "vias_per_cell": 5.10,
        "routedWlPerCell_um": 12.8,
        "remaining_drc_errors": 0,
        "wl_um": 4230,
        "routed-via-count": 1684,
        "dr.first_iter.drc_count": 81,
    },
    "sta": {
        "tns_ns": 0,
        "rsz0062_at_grt": "no",
        "finalHoldViolations": 0,
        "hold_slack_ns": 0.164,
        "fin_crit_sh": 0.658,
        "maxSlewViolCount": 0,
        "clock_skew_ns": 0.00822,
        "unclocked_pins": 5,
        "unconstrained_endpoints": 5,
        "max_freq_mhz": 563,
        "setup_viol": 0,
        "fin_crit_ns": 1.78,
        "tightest_slew_ns": 0.467,
        "relSlewSlack": 0.689,
    },
    "placed_design": {
        "numPortBuffers": 3,
        "placed_cells": 322,
        "placed_cell_area_sq_um": 2580,
        "dp_hpwl_um": 2810,
        "gp_congestion": 0.773,
    },
    "power_and_ir_drop": {
        "powerDensity_nw_per_um2": 477,
        "peakVddDrop_mv": 0.286,
        "p_leak_nw": 1.36,
    },
    "clock_tree": {
        "cts_tree": "done",
        "worstSkewPairLatency_ns": 0.30,
        "cts_buffers": 5,
        "cts_resized": 0,
        "root_buffer": "clkbuf_8",
        "clockBufferDepth": 2,
        "htreeDepth": 2,
        "ctsHoldBuffers": 0,
        "cts_setup_buffers": 0,
        "clkTransAtPathRegs_ns": 0.09,
    },
    "global_routing": {
        "grt_max_degree": 33,
        "first_global_vias": 1656,
        "antenna_found_initial": 0,
        "grt_pass1_wl_um": 7430,
        "gr-max-usage-layer": "met2",
        "grt_util_all_layers": 0.188,
        "gr-usage-met3": 0.0392,
        "overflow": 0,
        "grtUsageMet1": 0.292,
        "grtUsageMet2": 0.298,
    },
    "run_status": {
        "status": "completed",
    },
    "critical_path": {
        "slowest_stage": "dfrtp_1",
        "rrSetupSlack_ns": 0.92,
        "end_kind": "flip-flop",
        "r2r-start": "spi_master_writeonly_dut.state",
        "crit_required_ns": 2.93,
        "path_max_fanout": 32,
        "critPathLaunchType": "flip-flop",
        "critPathArrivalTime_ns": 2.01,
        "max_stage_delay_ns": 0.64,
        "crit_chain": "nand3b_4 -> nand2_4 -> nand4b_1 -> nand3_1",
        "reg2reg_depth": 4,
        "reg2reg_to": "spi_master_writeonly_dut.shift_reg[13]",
        "cp_num_buf_inv": 0,
        "cp_top_family": "simple AND/OR/NAND/NOR gates",
        "crit_type": "reg2reg",
    },
    "die": {
        "ios": 25,
        "std_cell_rows": 25,
        "dieHeight_um": 73.0,
        "die_width_um": 73.0,
        "core_sq_um": 4790,
        "chipArea_sq_um": 5340,
        "fp-utilization": 0.527,
    },
    "flow_run": {
        "warnings": 52,
        "max-cap-violations": 0,
    },
    "min_path": {
        "hp-class": "in2async",
    },
}
## worst max-delay path by stage
stage / slack (ns) / startpoint / to / cells after the start
after CTS: 0.91 / spi_master_writeonly_dut.state / spi_master_writeonly_dut.shift_reg[13] / 4
final: 0.92 / spi_master_writeonly_dut.state / spi_master_writeonly_dut.shift_reg[13] / 4
after global routing: 0.80 / spi_master_writeonly_dut.state / spi_master_writeonly_dut.shift_reg[13] / 4
## where the power goes
| part | switching (mW) | total, mW | internal [mW] | leakage [nW] |
|---|---|---|---|---|
| combinational | 0.0135 | 0.0150 | 0.00146 | 0.595 |
| clock | 0.232 | 0.535 | 0.302 | 0.0585 |
| sequential | 0 | 0.737 | 0.737 | 0.707 |
| total | 0.246 | 1.29 | 1.04 | 1.36 |
## area by class of cell
class                           count  share of cell area
Sequential cell                    54               0.494
Multi-Input combinational cell    183               0.395
Clock buffer                        7              0.0320
Tap cell                           67              0.0311
Timing Repair Buffer                8              0.0232
Inverter                           10              0.0139
Clock inverter                      1              0.0111
## cell families after synthesis
kind of cell,count (synthesis)
compound gates,54
xor+xnor,6
fa+ha+maj,10
buf+inv,24
flops,54
mux,3
simple gates,110
## cells in the mapped netlist (2+ instances only)
master | n | area share
nor3b_1 | 2 | 0.0059
o21a_1 | 3 | 0.0089
ha_1 | 10 | 0.050
nor2_1 | 23 | 0.034
o21ai_0 | 15 | 0.030
inv_1 | 9 | 0.013
nor2b_1 | 5 | 0.012
and2_1 | 6 | 0.015
buf_6 | 3 | 0.013
xnor2_1 | 5 | 0.017
nand4_1 | 2 | 0.0050
mux2_2 | 2 | 0.0089
buf_2 | 7 | 0.014
o21ai_1 | 9 | 0.018
nand3_1 | 18 | 0.036
dfstp_2 | 2 | 0.021
clkbuf_1 | 3 | 0.0045
edfxtp_1 | 2 | 0.024
nand2_1 | 42 | 0.062
a21o_1 | 2 | 0.0059
a21oi_1 | 18 | 0.036
nor3_1 | 2 | 0.0040
dfrtp_1 | 44 | 0.44
dfxtp_1 | 6 | 0.048
## per-stage QoR
stage / setup WS (ns) / total power [mW]
after global placement: 0.962 / 0.768
final: 0.923 / 1.29
after global routing: 0.796 / 1.34
after CTS: 0.909 / 1.30
after detailed placement: 0.924 / 0.768
after floorplan: 1.43 / 0.752
## per-layer routing
metal	share of wire	wire length [um]
met5	0	0
met4	0.013	55
met3	0.021	89
met2	0.44	1880
met1	0.52	2200
Power figures rest on the tool's default switching activity, not on a simulated workload.
